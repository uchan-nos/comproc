`flow/run.sh`:
```
#!/bin/bash
# OpenROAD 26Q1-2900-gdf79404cd8, Yosys 0.63+post, stock flow scripts
make -C /OpenROAD-flow-scripts/flow DESIGN_CONFIG=/design/flow/config.mk WORK_HOME=/design/flow/orfs finish
```
`flow/config.mk`:
```
export PLATFORM = sky130hd
export DESIGN_NAME = adc
export DESIGN_NICKNAME = adc
export VERILOG_FILES = /design/flow/design.v
export SDC_FILE = /design/flow/constraint.sdc
export NUM_CORES = 4
export LEC_CHECK = 1
export CORE_UTILIZATION = 50
```
`flow/constraint.sdc`:
```
current_design adc

set clk_period 2.9
set clk_io_pct 0.2

create_clock -name clk0 -period $clk_period [get_ports {clk125}]

set non_clock_inputs [all_inputs -no_clocks]
set_input_delay [expr $clk_period * $clk_io_pct] -clock clk0 $non_clock_inputs
set_output_delay [expr $clk_period * $clk_io_pct] -clock clk0 [all_outputs]
```
`flow/design.v`:
```
module adc#(
  parameter CLOCK_HZ = 27_000_000
) (
  input  rst, clk,
  input  clk125,       
  input  adc_cmp,      
  output adc_sh_ctl,   
  output adc_dac_pwm,  
  output logic [7:0] adc_result  
);
localparam PWM_PERIOD = 255;
localparam TICK_SAMPLE_END = 100;
localparam TICK_CONVERT_BIT = 100;
logic [7:0] pwm_period, pwm_period_next;
logic [7:0] adc_sar;          
logic [8:0] tick, tick_next;  
logic tick_edge_zero;         
typedef enum logic {
  SAMPLE,
  CONVERT
} adc_phase_t;
adc_phase_t adc_phase;
logic [2:0] bit_index;   
assign pwm_period_next = pwm_period >= PWM_PERIOD - 1 ? 0 : pwm_period + 1;
assign tick_next =
  adc_phase == SAMPLE
    ? (tick >= TICK_SAMPLE_END - 1 ? 0 : tick + 1)
    : (tick >= TICK_CONVERT_BIT - 1 ? 0 : tick + 1);
assign tick_edge_zero = pwm_period_next == 0 & tick_next == 0;
assign adc_sh_ctl = ~(adc_phase == SAMPLE);
assign adc_dac_pwm = pwm_period < adc_sar;
always @(posedge rst, posedge clk125) begin
  if (rst)
    pwm_period <= 0;
  else
    pwm_period <= pwm_period_next;
end
always @(posedge rst, posedge clk125) begin
  if (rst)
    adc_sar <= 8'h80;
  else if (adc_phase == CONVERT & tick_edge_zero) begin
    adc_sar[bit_index] <= adc_cmp;
    if (bit_index > 0)
      adc_sar[bit_index - 1] <= 1;
  end
  else if (adc_phase == SAMPLE & tick == 0 & pwm_period_next == 0)
    adc_sar <= 8'h80;
end
always @(posedge rst, posedge clk125) begin
  if (rst)
    tick <= 0;
  else if (pwm_period_next == 0)
    tick <= tick_next;
end
always @(posedge rst, posedge clk125) begin
  if (rst)
    adc_phase <= SAMPLE;
  else if (adc_phase == SAMPLE & tick_edge_zero)
    adc_phase <= CONVERT;
  else if (adc_phase == CONVERT & tick_edge_zero)
    if (bit_index == 0)
      adc_phase <= SAMPLE;
end
always @(posedge rst, posedge clk125) begin
  if (rst)
    bit_index <= 7;
  else if (adc_phase == CONVERT & tick_edge_zero)
    bit_index <= bit_index == 0 ? 7 : bit_index - 1;
end
always @(posedge rst, posedge clk125) begin
  if (rst)
    adc_result <= 0;
  else if (adc_phase == SAMPLE & tick == 0 & pwm_period_next == 0)
    adc_result <= adc_sar;
end
endmodule
```
==> flow_summary.json <==
{
  "final_area_um2": 2670,
  "hold_violations": 0,
  "drc": 0,
  "cp-start-kind": "flop",
  "flop_cell": "dfrtp_1",
  "rsz0062_at_grt": "false",
  "async_reset_ff_share_pct": 100,
  "place_area_um2": 2580,
  "numSynthFlops": 37,
  "synth_chip_area_um2": 2400,
  "layout-drive-gt1-share_pct": 12.4,
  "vias": 1905,
  "ys_cells": 249,
  "coreArea_um2": 4470,
  "p_switching_w": 0.000196,
  "total_power_w": 0.000887,
  "nFillCells": 414,
  "cts_setup_buffers": 0,
  "initCoreUtil_pct": 53.7,
  "gp_congestion": 0.873,
  "slew_headroom_pct": 44.2,
  "grt.total_usage_pct": 21.6,
  "routed_via_density": 5.99,
  "timing.fmax_ghz": 0.365,
  "p_int_w": 0.000691,
  "cts.sinks": 37,
  "ant_nets": 0,
  "ys_seq_share_pct": 38.7,
  "finalWirelength_mm": 4.75,
  "pwr-share-clk_pct": 39.2,
  "wl_per_cell_um": 14.9,
  "top_area_cell": "dfrtp_1",
  "cts-root-buf": "clkbuf_8",
  "pin_count": 14,
  "worst_ir_drop_vdd_v": 0.000254,
  "cts_buffers": 5,
  "power_density_nw_per_um2": 332,
  "finalSetupViolations": 0,
  "sw_frac_of_total_pct": 22.1,
  "leakage_nw": 1.16,
  "worstSkewPairLatency_ps": 290,
  "antennaDiodeCount": 0,
  "worst_pin_slew_ps": 834,
  "chipArea_um2": 5090,
  "crit_arrival_ps": 2160,
  "cp.required_ps": 2320,
  "die_h_um": 71.4,
  "skew_ps": 9.17,
  "criticalPathCategory": "reg2out",
  "holdWs_ps": 506,
  "max_cap_viol_count": 0,
  "syn_inst": 249,
  "antenna_found_initial": 0,
  "cts.clk_slew.worst_paths_ps": 80,
  "drv_slew": 0,
  "fin_crit_sh_pct": 94.4,
  "dp_slack_ps": 245,
  "cts_tree": "built",
  "grt_pass1_wl_mm": 8.59,
  "h-tree-depth": 2,
  "status": "completed",
  "final-seq-area_um2": 931,
  "pwr-share-seq_pct": 58.5,
  "syn_area_um2": 2400,
  "synth-edff-count": 0,
  "avgSynthCellArea_um2": 9.66,
  "area_growth_pct": 11.1,
  "fp-row-count": 24,
  "tns_ps": 0,
  "port_buffers": 12,
  "yosysUniqueCellTypes": 52,
  "drt_iter0_drc": 59,
  "warnings": 34,
  "overflow": 0,
  "cp_max_fo": 7,
  "critPathCaptureType": "output pin",
  "fin_crit_ps": 2740,
  "grt_max_degree": 38,
  "combPwrFrac_pct": 2.3,
  "first_pass_iters": 20,
  "die_w_um": 71.4,
  "hold_path_class": "reg2reg",
  "combGateArea_um2": 1360,
  "synth_warnings": 1,
  "topCellsByArea": "dfrtp_1 34%, ha_1 11%, dfstp_2 4.4%, mux2_2 4.2%, inv_1 3.4%",
  "grt_pass1_vias": 1784,
  "synth_top_area_share_pct": 34.3,
  "dp_hpwl_mm": 3.44,
  "fin_ws_ps": 161,
  "clock_path_buffers": 2
}
==> metal layers <==
layer	track usage (%)	part of all wire (%)	routed length (um)
met1	37.8	52	2480
met2	30.7	43	2030
met3	2.85	4.6	221
met4	2.22	0.29	14
met5	0	0	0
==> synthesized netlist by cell type (2+ instances only) <==
master     instances
nand4_1            2
dfrtp_1           33
xnor2_1            3
or2_2              2
and3_1             5
dfstp_2            4
or3_1              2
o21ai_0            9
nand2b_1           5
a21o_1             5
a211oi_1           3
a31oi_1            4
buf_2              2
mux2_2             9
a22o_1             3
nand3_1            8
o2bb2ai_1          6
o2111ai_1          2
nor4_1             3
a21oi_1            7
o31ai_1            3
clkbuf_1           4
mux2i_1            6
a311oi_1           2
nor2_1            22
nand2_1           14
o22ai_1            3
xor2_1             2
inv_1             22
ha_1              22
nand4b_1           2
a221oi_1           2
nor3_1             7
nor2b_1            2
and2_1             2
==> layout make-up <==
cell class	count	share of cell area, %
Clock inverter	2	0.375
Multi-Input combinational cell	183	50.9
Sequential cell	37	34.8
Inverter	22	3.09
Timing Repair Buffer	16	5.62
Clock buffer	6	2.72
Tap cell	52	2.44
==> worst max-delay path: stages, from the launching register on <==
cell	delay (ps)
dfrtp_1	450
ha_1	310
a21o_1	150
a21oi_1	130
o21ai_0	120
a211oi_2	220
clkdlybuf4s50_1	490
==> power groups by stage <==
stage                 logic (W)  registers, W  clock network, W
after CTS             0.0000215      0.000519          0.000361
after global routing  0.0000249      0.000519          0.000380
final                 0.0000205      0.000519          0.000348
==> cells by family (layout without fill, tap and decap cells) <==
| group | after synthesis | in the layout | synth area share, % |
|---|---|---|---|
| AND-OR/OR-AND | 61 | 61 | 19.1 |
| XOR/XNOR | 5 | 5 | 1.82 |
| adder cells (fa/ha/maj) | 22 | 22 | 11.4 |
| buffers and inverters | 29 | 46 | 4.94 |
| flip-flops | 37 | 37 | 38.7 |
| multiplexers | 15 | 15 | 6.71 |
| AND/OR/NAND/NOR | 80 | 80 | 17.2 |
==> path summary, 6_finish.rpt <==
check	start	endpoint	slack (ps)	depth (start not counted)
max	pwm_period[1]	adc_dac_pwm	160	6
min	adc_result[7]	adc_result[7]	510	1
max reg2reg	pwm_period[0]	adc_result[5]	220	7
min reg2reg	adc_result[7]	adc_result[7]	510	1
max in group asynchronous	rst	bit_index[2]	1840	3
min in group asynchronous	rst	pwm_period[5]	690	3
==> what timing repair did <==
item,in CTS,in global routing
gates resized,0,2
hold buffers,0,0
endpoints found under the setup margin,0,2
hold endpoints to repair,0,0
==> state kept, by name, summed over array words and instances (netlist names) <==
signal,flops
pwm_period,8
tick,9
adc_phase,1
adc_result,8
bit_index,3
adc_sar,8
==> layout by cell type, fill, tap and decap left out, drive strengths merged, types with 4 or more instances in the layout <==
cell type / count
dfrtp: 33
nor2: 22
inv: 22
ha: 22
nand2: 14
clkdlybuf4s50: 12
mux2: 9
nand3: 9
o21ai: 9
a21oi: 8
nor3: 7
mux2i: 6
o2bb2ai: 6
clkbuf: 6
and3: 5
nand2b: 5
a21o: 5
a31oi: 4
dfstp: 4
buf: 4
a211oi: 4
==> metrics by stage <==
stage / util [%] / instances
6_report: 59.7 / 318
5_1_grt: 59.7 / 318
4_1_cts: 59.6 / 318
3_5_place_dp: 57.7 / 310
3_3_place_gp: 57.7 / 310
2_1_floorplan: - / 249
Power and IR drop assume default switching activity.
