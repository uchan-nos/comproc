**flow/design.v**
```verilog
module stack#(
  parameter WIDTH = 16,
  parameter DEPTH = 16
) (
  input rst,
  input clk,
  input pop,
  input push,
  input load,
  input [WIDTH-1:0] data_in,
  output [WIDTH-1:0] data0,
  output [WIDTH-1:0] data1
);
logic [WIDTH-1:0] data[0:DEPTH-1];
assign data0 = data[0];
assign data1 = data[1];
integer i;
always @(posedge clk, posedge rst) begin
  if (rst)
    for (i = 0; i < DEPTH; i = i+1) data[i] <= {WIDTH{1'b0}};
  else begin
    if (load)
      data[0] <= data_in;
    else if (pop)
      data[0] <= data[1];
    else if (push)
      data[0] <= {WIDTH{1'b0}};
    if (pop) begin
      for (i = 1; i < DEPTH-1; i = i+1) data[i] <= data[i + 1];
      data[DEPTH-1] <= {WIDTH{1'b0}};
    end
    else if (push) begin
      for (i = 1; i < DEPTH; i = i+1) data[i] <= data[i - 1];
    end
  end
end
endmodule
```
**flow/config.mk**
```make
export PLATFORM = sky130hd
export DESIGN_NAME = stack
export DESIGN_NICKNAME = stack
export VERILOG_FILES = /design/flow/design.v
export SDC_FILE = /design/flow/constraint.sdc
export NUM_CORES = 4
export LEC_CHECK = 1
export CORE_UTILIZATION = 30
```
**flow/constraint.sdc**
```tcl
current_design stack

set clk_period 1.5
set clk_io_pct 0.2

create_clock -name clk0 -period $clk_period [get_ports {clk}]

set non_clock_inputs [all_inputs -no_clocks]
set_input_delay [expr $clk_period * $clk_io_pct] -clock clk0 $non_clock_inputs
set_output_delay [expr $clk_period * $clk_io_pct] -clock clk0 [all_outputs]
```
**flow/run.sh**
```bash
#!/bin/bash
# OpenROAD 26Q1-2900-gdf79404cd8, Yosys 0.63+post, stock flow scripts
make -C /OpenROAD-flow-scripts/flow DESIGN_CONFIG=/design/flow/config.mk WORK_HOME=/design/flow/orfs finish
```
==> deck_impl_summary.md <==
Synthesis and Place & Route Summary

Status
  • Status: completed

Run
  • Max_cap viols: 0
  • Count of tool warnings: 26

Timing
  • Worst hold slack: 188 ps
  • Worst Max-Slew Pin Slew: 594 ps
  • Fin. max-slew vios: 0
  • Max frequency: 684 MHz
  • Minimum clock period: 1460 ps
  • # setup viols final: 0
  • Final Cycle Share: 97.5%
  • Max_slew headroom: 60.4%
  • Layout Skew: 14.2 ps
  • Final Hold Fails: 0

Finish
  • Reg with most FFs: data
  • Layout cell share with drive strength beyond 1: 10.2%
  • Most used logic cell in the final layout: dfrtp_1
  • Final std cells w/o fill: 1725
  • Area Overhead vs Synth: 18.9%
  • Max reg flops: 256
  • Top Layout Cells: 255 x dfrtp_1, 240 x mux2i_1, 224 x nand2_1
  • Largest regs: data x256

Logic synthesis
  • # Cells Yosys: 1112
  • Synth Warn #: 2
  • Register share after synthesis: 53.8%
  • Unique cell type count in the Yosys netlist: 17
  • Post-Synthesis Cells: 1112
  • Flops & latches, synth: 256
  • Yosys stat chip area: 11900 µm²
  • Cell area after synthesis: 11900 µm²
  • Avg Cell Area, Syn: 10.7 µm²

Critical path
  • Kind of critical path: register to primary output
  • Origin of the critical flop-to-flop path: data[0][3]
  • WP depth: 1
  • Worst-path cell chain: dlygate4sd2_1
  • Worst path max stage delay: 390 ps
  • Worst r2r dst: data[0][3]
  • Nature of the critical path startpoint: register
  • Worst R2R Setup Slack: 420 ps
  • Worst path slowest cell: dfrtp_1
  • Crit path max-delay family: flip-flops
  • Worst Reg2Reg Path Length in Cells: 4
  • Worst Path Buf+Inv: 1
  • Critical Path Sink Type: primary output
  • Worst EP required: 1200 ps
  • Arr. time, crit path: 1160 ps
  • Crit-path max FO: 2

Floorplanning
  • Width of the die: 201 µm
  • Io pins: 53
  • Starting Density: 30.6%
  • Die area: 40500 µm²
  • Core area: 38900 µm²
  • FP Rows: 72
  • Die Y: 201 µm

Place
  • Placed insts: 1641
  • PortBufs: 52
  • DP HPWL: 12400 µm
  • RD Place Congestion: 0.741

Min path
  • Hold Path Class: input pin to asynchronous set/reset pin

Clock network
  • Clock-pin slew on the worst setup and hold paths: 60 ps
  • Late-Pin Clk Latency: 540 ps
  • Root Driver: clkbuf_16
  • CTS Buf Count: 27
  • CTS max path bufs: 3
  • Clock sinks: 256
  • # H-tree levels: 1
  • CTS tree: done

Drt
  • WL per Instance: 11.9 µm
  • ANT cells: 0
  • Pre-Repair DR Iteration Count: 4
  • DR DRC count: 0
  • Post-route ant nets: 0
  • Initial DRC Count: 447
  • DR vias/cell: 4.53
  • Via count: 7810
  • Final wirelength: 20500 µm

Global routing
  • Vias in the first global route: 7487
  • First-pass GRT wire length: 36000 µm
  • Initial antenna violation count: 0
  • GRT Util Overall: 10.6%
  • Grt total ovfl: 0
  • Largest net degree at the start of global routing: 92

Power
  • Leakage power: 6.55 nW
  • Peak supply drop: 0.686 mV
  • PwrDens: 1070 nW/µm²
## worst max-delay path by stage
stage               start   endpoint  slack [ps]
finish        data[1][12]  data1[12]          40
global route  data[0][10]  data0[10]          -3
CTS            data[1][7]   data1[7]           1
## routing by layer
| metal | global-route usage, % | part of all wire [%] | up-vias |
|---|---|---|---|
| li1 | - | - | 4001 |
| met1 | 16.9 | 53 | 3711 |
| met2 | 15.9 | 42 | 65 |
| met3 | 1.49 | 2.7 | 33 |
| met4 | 1.84 | 1.8 | 0 |
| met5 | 0 | 0 | - |
## synth_stat cells
master,instances,share of area (%)
o21ai_1,80,3.4
or3b_1,16,1.2
nor2b_1,16,0.84
nor2_1,16,0.50
buf_6,13,1.2
buf_1,1,0.031
buf_12,2,0.34
buf_2,18,0.76
o21ai_0,144,6.1
dfrtp_1,256,54
buf_8,16,2.0
buf_4,3,0.19
mux2i_1,240,20
inv_1,1,0.031
a21oi_1,32,1.3
nand2_1,224,7.1
clkbuf_1,34,1.1
## report_power, final
part | leakage [nW] | internal, mW | switching [mW]
Sequential | 3.52 | 7.10 | 0.133
Combinational | 2.61 | 0.699 | 0.718
Clock | 0.424 | 3.85 | 2.67
## cell type report
cell class	count	area, µm²
fill	3776	24800
inverter	1	7.51
clock inverter	3	55.1
timing repair buffer	134	1400
clock buffer	45	813
tap	518	648
sequential	256	6410
multi-input combinational	768	4820
## kinds of logic after synthesis
logic type             after synthesis  synth area share, %
DFF                                256                 53.8
and+or+nand+nor                    272                 9.58
buffers and inverters               88                 5.66
AOI/OAI and AO/OA                  256                 10.8
muxes                              240                 20.2
## stage by stage
step / instance area [µm²] / TNS, ps / setup WS [ps] / util, % / power, mW
finish: 14200 / 0 / 37.0 / 36.4 / 15.2
global route: 14200 / -2.70 / -2.70 / 36.4 / 15.8
CTS: 14100 / 0 / 0.996 / 36.3 / 15.4
detailed placement: 13000 / 0 / 110 / 33.5 / 8.70
global placement: 13000 / 0 / 116 / 33.5 / 8.69
floorplan: 11900 / -555940 / -2170 / - / 8.22
## what timing repair did
action	CTS	global route
setup buffers	32	4
setup endpoints to repair	32	14
hold buffers	0	0
gates resized	36	12
pin swaps	0	0
No activity file was given, so power comes from the tool's default toggle rates.
