==> design.v <==
module alu#(
  parameter WIDTH = 16
) (
  input [WIDTH-1:0] a,
  input [WIDTH-1:0] b,
  input cond,
  input [5:0] sel,
  output [WIDTH-1:0] out
);
assign out = alu(a, b, cond, sel);
function [WIDTH-1:0] alu(
  input [WIDTH-1:0] a,
  input [WIDTH-1:0] b,
  input cond,
  input [5:0] sel);
begin
  logic [WIDTH-1:0] add;
  logic [WIDTH:0] sub;
  logic of;
  logic zf;
  logic sf;  
  logic lt;  
  logic cf;  
  logic signed [WIDTH-1:0] sb;
  add = b + a;
  sub = b - a;
  of = is_overflow(a[15], b[15], sub[15]);
  zf = sub == {WIDTH{1'b0}};
  sf = sub[15];
  lt = sf ^ of;
  cf = sub[16];
  sb = b;
  casex (sel)
    6'b0000xx: alu = a + sel[1:0];
    6'b000100: alu = ~a;
    6'b0001x1: alu = a ^ 16'h8000;
    6'b000110: alu = a | (a[7] ? 16'hff00 : 16'd0);
    6'b001xxx: alu = b;
    6'b010000: alu = b & a;
    6'b010001: alu = b | a;
    6'b01001x: alu = b ^ a;
    6'b010100: alu = b >> a;
    6'b010101: alu = sb >>> a;
    6'b010110: alu = b << a;
    6'b100000: alu = add;
    6'b100001: alu = sub;
    6'b100010: alu = b * a;
    6'b101000: alu = {{WIDTH-1{1'b0}}, zf};
    6'b101001: alu = {{WIDTH-1{1'b0}}, ~zf};
    6'b101010: alu = lt;
    6'b101011: alu = lt | zf;
    6'b101100: alu = cf;
    6'b101101: alu = cf | zf;
    6'b11xxx0: alu = cond ? a : add;
    6'b11xxx1: alu = cond ? add : a;
    default:   alu = {WIDTH{1'b0}};
  endcase
end
endfunction
function is_overflow(input a, input b, input b_sub_a);
begin
  is_overflow = (b & ~a & ~b_sub_a) | (~b & a & b_sub_a);
end
endfunction
endmodule
==> run.sh <==
#!/bin/bash
# OpenROAD 26Q1-2900-gdf79404cd8, Yosys 0.63+post, stock flow scripts
make -C /OpenROAD-flow-scripts/flow DESIGN_CONFIG=/design/flow/config.mk WORK_HOME=/design/flow/orfs finish
==> config.mk <==
export PLATFORM = sky130hd
export DESIGN_NAME = alu
export DESIGN_NICKNAME = alu
export VERILOG_FILES = /design/flow/design.v
export SDC_FILE = /design/flow/constraint.sdc
export NUM_CORES = 4
export LEC_CHECK = 1
export CORE_UTILIZATION = 50
==> constraint.sdc <==
current_design alu

set clk_period 9.3
set clk_io_pct 0.2

create_clock -name clk0 -period $clk_period

set non_clock_inputs [all_inputs -no_clocks]
set_input_delay [expr $clk_period * $clk_io_pct] -clock clk0 $non_clock_inputs
set_output_delay [expr $clk_period * $clk_io_pct] -clock clk0 [all_outputs]
==> flow_metrics.tcl <==
# collected from the flow reports
set metrics [dict create \
    yosys-stat-cells 1283 \
    avgSynthCellArea_sq_um 6.98 \
    die_width_microns 136 \
    max_freq_mhz 109 \
    status "completed" \
    pin_count 55 \
    grt_usage_pct 40.9 \
    whs_ns 4.82 \
    worstSetupPathType "primary input to output port" \
    ir_drop_uv 781 \
    via_per_inst 6.19 \
    clock_buffers 0 \
    hold_depth 5 \
    dp_hpwl_microns 29500 \
    yosys-top-cells-area "fa_1 (19%), ha_1 (12%), inv_1 (6.5%)" \
    worstPathRequired_ns 7.44 \
    leakage_nw 4.85 \
    drv_slew 0 \
    vias 9964 \
    grt_pass1_vias 9300 \
    firstDrtPassIters 9 \
    cap_violations 0 \
    maxSlewHeadroom_pct 44.1 \
    wl_per_cell_microns 22.4 \
    max_stage_delay_ns 0.55 \
    antenna_cells 0 \
    lay_top_count "inv_1" \
    warnings 50 \
    crit_top_cell "fa_1" \
    ys_seq_share_pct 0 \
    ant_nets 0 \
    cp.arrival_ns 7.30 \
    top_area_cell "fa_1" \
    period_used_pct 98.5 \
    synth_cell_types 77 \
    yosys-stat-area_sq_um 8950 \
    antenna_found_initial 0 \
    grt_max_degree 41 \
    synth_cells 1283 \
    cts_hold_buffers 0 \
    grt.overflow.total 0 \
    netlist_area_sq_um 8950 \
    initCoreUtil_pct 51.4 \
    mostFrequentLayoutCells "inv_1 (152), nand2_1 (141), buf_4 (126)" \
    flop-count 0 \
    powerDensity_nw_per_um2 222 \
    fillers 1629 \
    worst_pin_slew_ns 0.836 \
    cp-end-kind "output port" \
    finalCriticalPeriod_ns 9.16 \
    core-area_sq_um 17400 \
    finalWeightedCongestion 1.08 \
    io_buffer_count 55 \
    crit_path_start_kind "primary input" \
    cp_slowest_cell "fa_1" \
    final-comb-area_sq_um 8150 \
    grt_pass1_wl_microns 54300 \
    hold_viol 0 \
    rows 48 \
    drive_above_1_share_pct 14.7 \
    finalSetupViolCount 0 \
    yosys.area.top_type_share_pct 18.6 \
    ff_latch_area_sq_um 0 \
    drc_errors 0 \
    fp.dieH_microns 136 \
    hold_class "primary input to output port" \
    path_cells "clkdlybuf4s50_1, buf_6, buf_4, nand2_1, fa_1, fa_1, inv_1, fa_1, fa_1, inv_2, fa_1, fa_2, xor2_2, xnor2_1, xnor2_1, xnor2_1, xnor2_2, xnor2_4, a2111o_1, clkbuf_2" \
    yosys_warnings 1 \
    setup_tns_ns 0 \
    dieArea_sq_um 18400 \
    routed_wl_microns 36000 \
    critical_path.max_fanout 3 \
    area_growth_pct 18.9 \
    first_iter_violations 1003 \
]
-- critical path, delay by kind of cell --
kind,cells,cell delay (ns)
adders and majority gates,6,2.92
xor gates and xnor gates,6,1.12
buffers and inverters,6,0.90
AOI/OAI and AO/OA,1,0.43
and+or+nand+nor,1,0.06
-- where the power goes --
| part | switching, mW | internal, mW |
|---|---|---|
| Clock | 0 | 0 |
| Sequential | 0 | 0 |
| Combinational | 1.26 | 1.11 |
-- cell families after synthesis --
group / synth area share (%)
mux: 5.14
fa+ha+maj: 30.3
simple gates: 23.8
compound gates: 24.4
xor+xnor: 5.67
buf+inv: 10.8
-- metrics by stage --
stage | power, mW | utilization, % | setup slack [ns] | area, sq um | std cells
floorplan | 1.12 | - | 0.0174 | 8960 | 1283
global placement | 2.02 | 59.5 | -0.520 | 10400 | 1598
detailed placement | 2.04 | 59.5 | -0.529 | 10400 | 1598
CTS | 2.31 | 60.3 | -0.0954 | 10500 | 1603
global route | 2.57 | 61.1 | -0.00323 | 10600 | 1610
finish | 2.37 | 61.1 | 0.140 | 10600 | 1610
-- final timing paths --
check	end	start
hold / removal	out[2]	a[2]
setup / recovery	out[15]	a[9]
-- final cells by class --
cell class | count | area share, %
multi-input combinational | 1036 | 76.5
inverter | 157 | 5.56
timing repair buffer | 192 | 15.3
tap | 225 | 2.64
-- per-layer routing --
layer / share of wire [%] / track usage [%] / vias to the layer above
met4: 5.2 / 16.5 / 0
met3: 11 / 9.19 / 113
met1: 40 / 56.5 / 4629
met5: 0 / 0 / -
met2: 44 / 62.7 / 583
li1: - / - / 4639
-- synth_stat cells, drive strengths merged, types with 4 or more instances --
library cell  instances
inv                 157
nand2               143
nor2                107
a21oi                87
ha                   84
fa                   83
o21ai                78
clkbuf               73
and2                 48
xnor2                44
nor3                 33
mux2i                28
nand3                26
buf                  17
nand2b               17
a221oi               16
and3                 15
o211ai               15
nor4                 14
xor2                 14
o22ai                12
a22oi                10
a31oi                10
mux2                 10
a211oi                9
o21a                  9
o221ai                9
or3                   8
a21o                  7
a221o                 7
nor2b                 7
o31ai                 7
o21bai                6
a222oi                5
a2111oi               4
a211o                 4
a311oi                4
a41oi                 4
nand4                 4
o2111ai               4
or2                   4
or4                   4
-- timing repair --
action	CTS	global route
pin swaps	14	33
endpoints found under the setup margin	5	7
gates cloned	0	1
gates resized	38	28
setup buffers	5	6
endpoints found under the hold margin	0	0
No activity file was given, so power comes from the tool's default toggle rates.
